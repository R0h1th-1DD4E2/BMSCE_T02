==> flow/design.v <==
module led_pattern_generator (
    input wire clk,
    input wire ena,
    input wire rst_n,
    input wire [2:0] pat_sel,
    input wire speed_sel,
    input wire pause,
    output reg [7:0] led_out
);
reg [2:0] pattern;
reg toggle_state;
reg [7:0]marquee_reg;
reg [7:0] lfsr;
reg [2:0] expand_pose;
reg [1:0] knight_pos;
reg knight_dir;
reg walk_dir;
reg [2:0] walk_pos;
reg div_clk;
reg [22:0] clk_divider;
always @(posedge clk or negedge rst_n) begin
    if (!rst_n) begin
        clk_divider <= 23'd0;
        div_clk <= 1'b0;
    end else if (pause) begin
        div_clk <= div_clk;  
    end else begin
        clk_divider <= clk_divider + 1;
        if (speed_sel) begin
            if (clk_divider >= 2500000-1) begin
                div_clk <= ~div_clk;  
                clk_divider <= 23'd0;
            end
        end else begin
                if(clk_divider >= 625000-1)begin
                div_clk <= ~div_clk;  
                clk_divider <= 23'd0;
            end
        end
    end
end
always @(posedge clk or negedge rst_n) begin
    if(!rst_n) 
        pattern <= 3'b111;  
    else if (ena) 
        pattern <= pat_sel;
    else 
        pattern <= pattern;  
end
always @(posedge div_clk or negedge rst_n) begin
    toggle_state <= ~toggle_state;
    if (!rst_n) begin
        led_out <= 8'b0;                 
        marquee_reg <= 8'b000000111;    
        lfsr <= 8'b10101010;            
        toggle_state <= 1'b0;         
        expand_pose <= 3'b000;       
        knight_pos <= 2'b00;        
        knight_dir <= 1'b0;        
        walk_dir <= 1'b0;         
        walk_pos <= 3'b000;      
    end else begin
        if (pause) begin
            led_out <= led_out;  
        end
        else begin
            case(pattern)
                3'b000: begin               
                    if (knight_dir == 0) begin
                        led_out <= (8'b10000000 >> knight_pos ) | (8'b00000001 << knight_pos) ;  
                        if (knight_pos == 3) begin
                            knight_dir <= 1;   
                        end else begin
                            knight_pos <= knight_pos + 1;
                        end
                    end else if (knight_dir == 1) begin
                        led_out <= (8'b10000000 >> knight_pos) | (8'b00000001 << knight_pos);  
                        if (knight_pos == 0) begin
                            knight_dir <= 0;   
                        end else begin
                            knight_pos <= knight_pos - 1;
                        end
                    end
                    else begin
                        led_out <= 8'b10000001;  
                        knight_pos <= 0;
                        knight_dir <= 0;
                    end
                end
                3'b001: begin
                    if (walk_dir == 0) begin
                        led_out <= (8'b00000011 << walk_pos);  
                        if (walk_pos == 6) begin
                            walk_dir <= 1;   
                        end else begin
                            walk_pos <= walk_pos + 1;
                        end
                    end else if (walk_dir == 1) begin
                         led_out <= 8'b00000011 << walk_pos;  
                        if (walk_pos == 0) begin
                            walk_dir <= 0;   
                        end else begin
                            walk_pos <= walk_pos - 1;
                        end
                    end
                    else begin
                        led_out <= 8'b00000011;  
                        walk_pos <= 0;
                        walk_dir <= 0;
                    end
                end
                3'b010: begin
                    case(expand_pose)
                        3'b000: led_out <= 8'b00011000;
                        3'b001: led_out <= 8'b00111100;
                        3'b010: led_out <= 8'b01111110;
                        3'b011: led_out <= 8'b11111111;
                        3'b100: led_out <= 8'b01111110;
                        3'b101: led_out <= 8'b00111100;
                        3'b110: led_out <= 8'b00011000;
                        3'b111: led_out <= 8'b00000000;
                        default: led_out <= 8'b00000000;
                    endcase
                    expand_pose <= expand_pose + 1;
                end
                3'b011: begin
                    led_out <= toggle_state ? 8'b11111111 : 8'b00000000;
                end
                3'b100: begin
                    led_out <= toggle_state ? 8'b10101010 : 8'b01010101;
                end
                3'b101: begin  
                    led_out <= marquee_reg;
                    marquee_reg <= {marquee_reg[6:0], marquee_reg[7]};  
                end
                3'b110: begin
                    lfsr <= {lfsr[6:0], lfsr[7] ^ lfsr[5] ^ lfsr[4] ^ lfsr[3]};  
                    led_out <= lfsr;
                end
                3'b111: begin
                    led_out <= 8'h00;  
                end
                default: led_out <= 8'h00;
            endcase
        end
    end
end
endmodule
`default_nettype none
module tt_um_BMSCE_T2 (
    input  wire [7:0] ui_in,     
    output wire [7:0] uo_out,    
    input  wire [7:0] uio_in,    
    output wire [7:0] uio_out,   
    output wire [7:0] uio_oe,    
    input  wire       ena,       
    input  wire       clk,       
    input  wire       rst_n      
);
  wire speed_sel = ui_in[3];  
  wire pause     = ui_in[4];  
  wire en 		   = ui_in[5];  
  wire [2:0] pat_sel   = ui_in[2:0];  
  wire [7:0] led_out;           
  led_pattern_generator lpg (
      .clk        (clk),
      .ena        (en),
      .rst_n      (rst_n),
      .pat_sel    (pat_sel),
      .speed_sel  (speed_sel),  
      .pause      (pause),  
      .led_out    (led_out)
  );
  assign uo_out = led_out;  
  assign uio_out = 8'b0;     
  assign uio_oe  = 8'b0;     
  wire _unused = &{ ena, 1'b0, ui_in[7:6], uio_in[7:0]};
endmodule
==> flow/run.sh <==
#!/bin/bash
# OpenROAD 26Q1-2900-gdf79404cd8, Yosys 0.63+post, stock flow scripts
make -C /OpenROAD-flow-scripts/flow DESIGN_CONFIG=/design/flow/config.mk WORK_HOME=/design/flow/orfs finish
==> flow/config.mk <==
export PLATFORM = sky130hd
export DESIGN_NAME = tt_um_BMSCE_T2
export DESIGN_NICKNAME = tt_um_BMSCE_T2
export VERILOG_FILES = /design/flow/design.v
export SDC_FILE = /design/flow/constraint.sdc
export NUM_CORES = 4
export LEC_CHECK = 1
export CORE_UTILIZATION = 50
==> flow/constraint.sdc <==
current_design tt_um_BMSCE_T2

set clk_period 3.9
set clk_io_pct 0.2

create_clock -name clk0 -period $clk_period [get_ports {clk}]

set non_clock_inputs [all_inputs -no_clocks]
set_input_delay [expr $clk_period * $clk_io_pct] -clock clk0 $non_clock_inputs
set_output_delay [expr $clk_period * $clk_io_pct] -clock clk0 [all_outputs]
==> flow.log <==
[flow] final metrics
[metrics] clock buffers created by TritonCTS: 3
[metrics] minimum clock period: 2.438 ns
[metrics] final worst slack: 1.462 ns
[metrics] Crit path required time: 4.06 ns
[metrics] Clock Power Share: 13.8%
[metrics] power consumption: 1.173 mW
[metrics] number of detailed-route iterations in the first pass: 4
[metrics] capturing element type of the critical path: register
[metrics] EDFF count, synth: 0
[metrics] setup TNS: 0 ns
[metrics] Hold Violations, Final: 0
[metrics] power density over the cells: 313.5 mW/mm^2
[metrics] number of standard cells reported by yosys: 391
[metrics] share of power burned in combinational logic: 30.9%
[metrics] number of synthesis warnings: 1
[metrics] die extent in y: 86.47 um
[metrics] final worst path period share: 62.50%
[metrics] antenna fix cells: 0
[metrics] ys flop type: sky130_fd_sc_hd__dfrtp_1
[metrics] part of the power in registers: 55.2%
[metrics] IR Drop Worst-Case VDD: 0.2658 mV
[metrics] wire length of the first global-routing pass: 11,390 um
[metrics] worst setup path class: input port to register
[metrics] headroom to the max-slew limit: 51.98%
[metrics] R2R Path Start: lpg.clk_divider[0]$_DFFE_PN0N_
[metrics] gr usage total: 19.85%
[metrics] Synthesized registers: 62
[metrics] H-tree depth: 1
[metrics] number of DRC violations after detailed routing: 0
[metrics] library cell with the largest summed area after synthesis: sky130_fd_sc_hd__dfrtp_1
[metrics] placeable core region: 0.006832 mm^2
[metrics] Root Buffer Master: sky130_fd_sc_hd__clkbuf_8
[metrics] hold-critical path depth: 1
[metrics] count of endpoints without a timing constraint: 43
[metrics] Synth top area share: 36.48%
[metrics] FF-to-FF setup slack: 1.50 ns
[metrics] worst setup slack after placement: 1.156 ns
[metrics] beginning of the worst hold path: lpg.div_clk$_DFFE_PN0P_
[metrics] routability-driven placement congestion ratio: 0.8233
[metrics] overall routed net length: 6665 um
[metrics] number of warning messages in the logs: 38
[metrics] Via-to-Cell Ratio: 5.346
[metrics] drt initial violations: 195
[metrics] flip-flop count of the largest register, all copies and words added: 23
[metrics] proportion of synthesized chip area in sequential cells: 43.84%
[metrics] Power Internal: 784.1 uW
[metrics] Area growth, synth to finish: 4.876%
[metrics] clk_skew: 0.01784 ns
[metrics] register pins left without a clock: 35
[metrics] Max Transition Viols Final: 0
[metrics] quantity of I/O buffers inserted on ports: 15
[metrics] FP Core Util: 52.22%
[metrics] run status: finished, final reports clean
[metrics] Worst Tran Pin Value: 0.7138 ns
[metrics] total cell area reported by yosys after synthesis: 0.003567 mm^2
[metrics] slowest cell on the critical path: sky130_fd_sc_hd__nor4_1
[metrics] proportion of layout cells with a drive suffix above 1: 10.94%
[metrics] mapped cell area: 0.003567 mm^2
[metrics] dominant cells by area after synthesis: sky130_fd_sc_hd__dfrtp_1, sky130_fd_sc_hd__dfstp_2, sky130_fd_sc_hd__mux2_2
[metrics] HPWL Detailed: 4870 um
[metrics] destination of the worst hold path: lpg.div_clk$_DFFE_PN0P_
[metrics] cell breakdown of the critical path: clkdlybuf4s50_1 > buf_4 > nor4_1 > nand2b_1 > nor3_1 > xnor2_1 > nor2_1
[metrics] Switch Pwr: 388.7 uW
[metrics] total overflow reported by the global router: 0
[metrics] TritonCTS clock tree: built
[metrics] Hold/Removal Path Class: register to register
[metrics] number of endpoints failing setup at the final stage: 0
[metrics] DR top layer: met4
[metrics] Die Width: 86.47 um
[metrics] Mapped Avg Cell Area: 9.123 um^2
[metrics] largest net degree at the start of global routing: 49
[metrics] maximum frequency from static timing analysis: 410.2 MHz
[metrics] top-count cell post-synth: sky130_fd_sc_hd__dfrtp_1
[metrics] RSZ-0062 raised after global routing: no
[metrics] Leakage Power: 1.615 nW
[metrics] clk buf depth: 2
[metrics] Post-CTS Repair Setup Buffers: 0
[metrics] Worst Hold Slack: 0.4749 ns
[metrics] post-cts gate resize count: 0
[metrics] largest register by flop count: lpg.clk_divider
[metrics] row count: 30
[metrics] met1 wire length: 3579 um
[metrics] most frequent cells after synthesis: sky130_fd_sc_hd__dfrtp_1, sky130_fd_sc_hd__nor2_1, sky130_fd_sc_hd__a21oi_1, sky130_fd_sc_hd__nand2_1, sky130_fd_sc_hd__o21ai_0
[metrics] average wire per cell in the routed design: 13.63 um
[metrics] antenna violations before repair: 0
[metrics] Clk pin slew, worst setup/hold paths: 0.10 ns
[metrics] number of max-cap violations: 0
[metrics] post-route cell area: 0.003741 mm^2
[metrics] endpoint of the worst register-to-register path: lpg.clk_divider[2]$_DFFE_PN0N_
[metrics] clock insertion delay at the later pin of the skew report: 0.28 ns
[metrics] Distinct lib cells used: 55
[metrics] Async S/R FF share, synth: 100.0%
[metrics] number of fill cells: 619
[metrics] Post-DRT Antenna Nets: 0
[metrics] vias in the first global route: 2,356
[metrics] Detail Route met2 WL: 2812 um
[metrics] Post-Place Cell Area: 0.003692 mm^2
[metrics] Critical Path Fanout Max: 25
[metrics] ports placed on the boundary: 43
[metrics] Chip Area: 0.007476 mm^2
[metrics] Worst path max stage delay: 0.57 ns
[metrics] switching fraction of total power: 33.14%
[metrics] category of the worst setup path launch point: input port
[metrics] number of instances in the synthesized netlist: 391
[metrics] met3 WL: 218 um
[metrics] Arr. time, crit path: 2.59 ns
[metrics] total number of vias: 2,614
[metrics] cells on worst reg2reg path: 7
[metrics] total of hold buffers inserted after clock tree synthesis: 0
-- logic make-up (layout without fill, tap and decap cells) --
| family | count (synthesis) | count (layout) | synth area share (%) |
|---|---|---|---|
| flops | 62 | 62 | 43.84 |
| other cells | 1 | 16 | 0.1051 |
| compound gates | 87 | 87 | 14.70 |
| xor+xnor | 27 | 27 | 6.629 |
| mux | 19 | 19 | 5.928 |
| buf+inv | 51 | 38 | 7.927 |
| simple gates | 138 | 138 | 18.56 |
| fa+ha+maj | 6 | 6 | 2.315 |
-- power groups by stage --
stage                 sequential [mW]  clock (mW)  combinational, mW
final                           0.648       0.162              0.363
after global routing            0.666       0.179              0.422
after CTS                       0.648       0.170              0.371
-- worst max-delay path: cells and delay by family --
| kind | cells | cell delay [ns] |
|---|---|---|
| AND/OR/NAND/NOR | 4 | 0.99 |
| XOR/XNOR | 1 | 0.14 |
| buffers and inverters | 2 | 0.68 |
-- worst max-delay path by stage --
stage                               from                         endpoint  slack [ns]  cells past startpoint
6_report                        ui_in[4]  lpg.clk_divider[19]$_DFFE_PN0N_        1.46                      7
4_1_cts                         ui_in[4]  lpg.clk_divider[19]$_DFFE_PN0N_        1.46                      7
5_1_grt   lpg.clk_divider[0]$_DFFE_PN0N_   lpg.clk_divider[2]$_DFFE_PN0N_        1.29                      7
-- cell usage in the layout (no fill, tap or decap), drive strengths merged, types with 4 or more instances in the layout --
cell type / instances
nand2: 32
a31oi: 4
nor4: 5
ha: 5
nand2b: 5
o21ai: 28
a21oi: 32
xor2: 15
mux2: 17
dfrtp: 52
nand3: 19
dfstp: 10
conb: 16
xnor2: 12
clkdlybuf4s50: 14
nor3: 15
nor2: 48
inv: 14
buf: 5
-- layout make-up --
type                       count  area [um^2]  share of cell area [%]
multi-input combinational    293         1777                   47.49
clock buffer                   3        41.29                   1.104
clock inverter                 1        7.507                  0.2007
inverter                      15        56.30                   1.505
sequential                    62         1564                   41.81
tap                           96        120.1                   3.211
timing repair buffer          19        175.2                   4.682
-- stage by stage --
stage          utilization (%)  std cells
4_1_cts                  54.76        489
3_5_place_dp             54.05        485
6_report                 54.76        489
2_1_floorplan                -        406
3_3_place_gp             54.05        485
5_1_grt                  54.76        489
-- per-layer routing --
metal	vias to the layer above	GRT usage, %
li1	1321	-
met1	1231	35.94
met5	-	0
met3	6	2.222
met2	56	27.99
met4	0	1.364
No activity file was given, so power comes from the tool's default toggle rates.
